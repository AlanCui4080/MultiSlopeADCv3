--- run.sh ---
#!/bin/bash
# OpenROAD 26Q1-2900-gdf79404cd8, Yosys 0.63+post, stock flow scripts
make -C /OpenROAD-flow-scripts/flow DESIGN_CONFIG=/design/flow/config.mk WORK_HOME=/design/flow/orfs finish
--- config.mk ---
export PLATFORM = sky130hd
export DESIGN_NAME = thcattus_uart_tx
export DESIGN_NICKNAME = thcattus_uart_tx
export VERILOG_FILES = /design/flow/design.v
export SDC_FILE = /design/flow/constraint.sdc
export NUM_CORES = 4
export LEC_CHECK = 1
export CORE_UTILIZATION = 30
--- constraint.sdc ---
current_design thcattus_uart_tx

set clk_period 7.4
set clk_io_pct 0.2

create_clock -name clk0 -period $clk_period [get_ports {axis_aclk}]

set non_clock_inputs [all_inputs -no_clocks]
set_input_delay [expr $clk_period * $clk_io_pct] -clock clk0 $non_clock_inputs
set_output_delay [expr $clk_period * $clk_io_pct] -clock clk0 [all_outputs]
--- design.v ---
module thcattus_uart_tx #(
	parameter DATA_WIDTH = 12,				 
	parameter CLOCK_FREQ = 50_000_000, 	 
	parameter BAUD_RATE  = 115200,		 
	parameter IDLE_BIT   = 3  
)(
	input 	axis_aclk,
	input 	axis_arestn,
	input  	axis_tvalid,
	output 	axis_tready,
	input 	[DATA_WIDTH*8-1:0] 	axis_tdata,
	output   uart_tx
);
localparam CYCLE_PER_BAUD = CLOCK_FREQ / BAUD_RATE;
wire uart_finished;
reg [7:0] byte_counter;
reg uart_tx_r;
localparam STATUS_RESET 			= 8'd0;
localparam STATUS_IDLE  			= 8'd1;
localparam STATUS_AXIS_LATCH     = 8'd2;
localparam STATUS_UART_START     = 8'd3;
localparam STATUS_UART_END       = 8'd4;
reg [7:0] status_current;
reg [7:0] status_next;
always @(posedge axis_aclk or negedge axis_arestn) begin
	if (!axis_arestn) begin
		status_current <= STATUS_RESET;
	end else begin
		status_current <= status_next;
	end
end
always @(*) begin
	case (status_current)
		STATUS_RESET: begin
			status_next = STATUS_IDLE;
		end
		STATUS_IDLE: begin
			if (axis_tvalid) begin
				status_next = STATUS_AXIS_LATCH;
			end else begin
				status_next = status_current;
			end
		end
		STATUS_AXIS_LATCH: begin
			status_next = STATUS_UART_START;
		end
		STATUS_UART_START: begin
			if (uart_finished) begin
				status_next = STATUS_UART_END;
			end else begin
				status_next = status_current;
			end
		end
		STATUS_UART_END: begin
			if (byte_counter < DATA_WIDTH-1) begin
				status_next = STATUS_UART_START;
			end else begin
				status_next = STATUS_IDLE;
			end
		end
	endcase
end
reg [7:0] 	latched_axis_tdata [0:DATA_WIDTH-1];
reg [31:0]	baudrate_counter;
always @(posedge axis_aclk) begin
	case (status_current)
		STATUS_IDLE: begin
			baudrate_counter <= 32'b0;
			byte_counter     <= 8'b0;
		end
		STATUS_AXIS_LATCH: begin
			integer i;
			for (i=0; i<DATA_WIDTH; i=i+1) begin
				latched_axis_tdata[i] <= axis_tdata[i*8+:8];
			end
		end
		STATUS_UART_START: begin
			baudrate_counter <= baudrate_counter + 32'b1;
			case(1'b1)
				(baudrate_counter < CYCLE_PER_BAUD*1): uart_tx_r <= 1'b0;
				(baudrate_counter < CYCLE_PER_BAUD*2): uart_tx_r <= latched_axis_tdata[byte_counter][0];
				(baudrate_counter < CYCLE_PER_BAUD*3): uart_tx_r <= latched_axis_tdata[byte_counter][1];
				(baudrate_counter < CYCLE_PER_BAUD*4): uart_tx_r <= latched_axis_tdata[byte_counter][2];
				(baudrate_counter < CYCLE_PER_BAUD*5): uart_tx_r <= latched_axis_tdata[byte_counter][3];
				(baudrate_counter < CYCLE_PER_BAUD*6): uart_tx_r <= latched_axis_tdata[byte_counter][4];
				(baudrate_counter < CYCLE_PER_BAUD*7): uart_tx_r <= latched_axis_tdata[byte_counter][5];
				(baudrate_counter < CYCLE_PER_BAUD*8): uart_tx_r <= latched_axis_tdata[byte_counter][6];
				(baudrate_counter < CYCLE_PER_BAUD*9): uart_tx_r <= latched_axis_tdata[byte_counter][7];
				(baudrate_counter < CYCLE_PER_BAUD*10): uart_tx_r <= 1'b1;
				default: uart_tx_r = 1'b1;
			endcase
		end
		STATUS_UART_END: begin
			baudrate_counter <= 32'b0;
			byte_counter     <= byte_counter + 8'b1;
		end
	endcase
end
assign uart_finished = (baudrate_counter > CYCLE_PER_BAUD*(10+IDLE_BIT));
assign axis_tready = (status_current == STATUS_IDLE);
assign uart_tx = uart_tx_r;
endmodule
==> results.sh <==
# source this file to load flow results
export IMPL_status="completed"
export IMPL_tritoncts="built"
export IMPL_drt_initial_drc_count=283
export IMPL_seqCellArea_um2=4430
export IMPL_dpl_worst_slack_ns=3.89
export IMPL_synth_cells=522
export IMPL_grt_pass1_vias=4523
export IMPL_fillers=1953
export IMPL_crit_type="reg2out"
export IMPL_arrival_ns=2.43
export IMPL_edf_count=137
export IMPL_min_path_type="reg2reg"
export IMPL_fin_ws_ns=3.49
export IMPL_rsz0062_at_grt="false"
export IMPL_io_pins=101
export IMPL_fp_dieH_um=152
export IMPL_antenna_found_initial=0
export IMPL_clock_path_buffers=2
export IMPL_yosys_cells=522
export IMPL_cts_buffers_inserted=17
export IMPL_place_congestion=0.842
export IMPL_worstPathMaxFanout=4
export IMPL_finalCriticalPeriod_ns=3.91
export IMPL_p_leak_nw=2.83
export IMPL_synthDistinctLibCells=64
export IMPL_cts_resized=0
export IMPL_drive_above_1_share_pct=8.85
export IMPL_skew_ns=0.00948
export IMPL_untimed_endpoints=11
export IMPL_portBuffers=100
export IMPL_syn2layout_area_growth_pct=27.9
export IMPL_drcViolationCount=0
export IMPL_wirelength_mm=14.4
export IMPL_lay_top_cells="137 x edfxtp_1, 100 x clkdlybuf4s50_1, 46 x nor2_1, 30 x nand2_1"
export IMPL_diodes=0
export IMPL_path_clk_slew_ns=0.06
export IMPL_syn_avg_cell_area_um2=12.9
export IMPL_cp_start_kind="register"
export IMPL_synth_async_reset_ratio_pct=5.23
export IMPL_rows=54
export IMPL_grt_overflow=0
export IMPL_tool_warnings=28
export IMPL_vias=4585
export IMPL_grt_max_degree=62
export IMPL_syn_cell_area_um2=6750
export IMPL_wire_per_inst_um=15.8
export IMPL_drtPass1Iterations=25
export IMPL_cts_hold_buf=0
export IMPL_slew_headroom_pct=42.2
export IMPL_yosysWarnings=2
export IMPL_chipArea_um2=23100
export IMPL_detail_route_vias_per_cell=5.02
export IMPL_report_final_slew_viol_count=0
export IMPL_fp_dieW_um=152
export IMPL_unclocked_regs=8
export IMPL_grt_pass1_wl_mm=23.1
export IMPL_ff_type="edfxtp_1"
export IMPL_final_common_cell="edfxtp_1"
export IMPL_post_route_period_util_pct=52.9
export IMPL_finalSetupTns_ns=0
export IMPL_initial_utilization_pct=30.7
export IMPL_post_cts_buffers=0
export IMPL_p_per_area_nw_per_um2=211
export IMPL_grt_use_total_pct=13.2
export IMPL_critPathCaptureType="primary output"
export IMPL_drv_cap=0
export IMPL_logic_area_um2=2160
export IMPL_htreeDepth=4
export IMPL_ys_chip_area_um2=6750
export IMPL_clkLatencyLatePin_ns=0.42
export IMPL_worstMarginPinSlew_ns=0.867
export IMPL_root_buffer="clkbuf_16"
export IMPL_core_um2=22000
export IMPL_drtAntennaViolNets=0
export IMPL_fmax_ghz=0.255
export IMPL_dp_hpwl_mm=9.89
export IMPL_setup_viol=0
export IMPL_numSynthFlops=153
export IMPL_finalPower_mw=1.82
export IMPL_crit_required_ns=5.92
export IMPL_vdd_ir_drop_max_mv=0.153
export IMPL_hold_violations=0
## critical path, stage by stage, from the launching register on
cell and delay, ns:
dfrtp_1 0.35, or4_1 0.53, nor3_1 0.33, nand2_1 0.19
nor2_1 0.13, clkdlybuf4s50_1 0.49
## layer usage
| metal | track usage (%) | wire, µm |
|---|---|---|
| met2 | 19.2 | 6350 |
| met4 | 1.99 | 223 |
| met1 | 20.0 | 6630 |
| met3 | 5.09 | 1220 |
| met5 | 0 | 0 |
## cells by family (layout without fill, tap and decap cells)
family,Yosys count,count (layout),share of synthesized area [%]
adder cells (fa/ha/maj),5,5,0.927
flip-flops,145,145,63.9
XOR/XNOR,31,31,4.02
other,1,5,0.0556
multiplexers,16,16,2.56
latches,8,8,1.78
AND/OR/NAND/NOR,167,167,12.8
buffers and inverters,45,152,2.67
AND-OR/OR-AND,104,104,11.3
## cell type report
type                    instances  share of cell area (%)
well taps                     280                    4.06
flip-flops and latches        153                    51.4
multi-input cells             328                    25.0
repair buffers                107                    12.2
clock buffers                  18                    4.97
clock inverters                13                    1.78
inverters                      14                   0.609
## flip-flops by register name, indices dropped and copies added, names as in the netlist
signal	count
baudrate_counter	32
byte_counter	8
latched_axis_tdata	96
status_current	8
status_next	8
uart_tx_r	1
## cells in the mapped netlist (3+ instances only)
cell type | count | area, µm²
a211oi_1 | 3 | 22.5
a21o_1 | 3 | 22.5
a21oi_1 | 11 | 55.1
a221oi_1 | 7 | 61.3
a222oi_1 | 3 | 30.0
a22o_1 | 9 | 78.8
a22oi_1 | 12 | 90.1
a31oi_1 | 5 | 31.3
a32oi_1 | 4 | 35.0
and2_1 | 7 | 43.8
and3_1 | 6 | 37.5
and4_1 | 3 | 26.3
buf_2 | 9 | 45.0
clkbuf_1 | 20 | 75.1
dfrtp_1 | 8 | 200
dlxtn_1 | 8 | 120
edfxtp_1 | 137 | 4110
ha_1 | 5 | 62.6
inv_1 | 13 | 48.8
mux2_2 | 10 | 113
mux2i_1 | 6 | 60.1
nand2_1 | 30 | 113
nand3_1 | 12 | 60.1
nand4_1 | 7 | 43.8
nor2_1 | 46 | 173
nor2b_1 | 4 | 25.0
nor3_1 | 18 | 90.1
nor4_1 | 9 | 56.3
o21ai_0 | 18 | 90.1
o22ai_1 | 3 | 18.8
or3_1 | 9 | 56.3
or4_1 | 3 | 22.5
xnor2_1 | 15 | 131
xor2_1 | 16 | 140
## power breakdown
part	total [mW]	internal [mW]	switching (mW)	leakage, nW
Clock	0.845	0.503	0.343	0.279
Combinational	0.0690	0.0502	0.0187	1.15
Sequential	0.904	0.900	0.00388	1.40
Total	1.82	1.45	0.365	2.83
## path summary, 6_finish.rpt
| path | startpoint | end | slack, ns | cells past startpoint |
|---|---|---|---|---|
| max | status_current[5] | axis_tready | 3.49 | 5 |
| min | baudrate_counter[31] | baudrate_counter[31] | 0.64 | 2 |
| max reg2reg | status_current[5] | latched_axis_tdata[2][7] | 4.41 | 4 |
| min reg2reg | baudrate_counter[31] | baudrate_counter[31] | 0.64 | 2 |
| max in group asynchronous | axis_arestn | status_current[6] | 5.80 | 1 |
| min in group asynchronous | axis_arestn | status_current[1] | 1.34 | 1 |
## per-stage QoR
stage | cell area (µm²) | hold slack [ns] | instances | util, %
4_1_cts | 8630 | 0.647 | 913 | 39.3
3_3_place_gp | 8050 | 0.600 | 882 | 36.6
6_report | 8630 | 0.645 | 913 | 39.3
5_1_grt | 8630 | 0.681 | 913 | 39.3
3_5_place_dp | 8050 | 0.614 | 882 | 36.6
2_1_floorplan | 6760 | 0.579 | 526 | -
Power figures rest on the tool's default switching activity, not on a simulated workload.
